$ cat design/flow/design.v
`timescale 1ns / 10ps
module lab5( 
       input logic [3:0]num,
       input logic [2:0] sel,
	   output logic [7:0] an,
       output logic seg_a,
       output logic seg_b,
       output logic seg_c,
       output logic seg_d,
       output logic seg_e,
       output logic seg_f,
       output logic seg_g
       );
      assign seg_a = (~num[3]&(~num[2])&(~num[1])&num[0])|(~num[3] & num[2] & (~num[1]) & (~num[0]))|(num[3] & num[2] & (~num[1]) & num[0])|(num[3] &(~num[2])& num[1] & num[0]);
      assign seg_b = (num[2]&num[1]&(~num[0]))|(num[3]&num[1]&num[0])| (num[3]&num[2]&(~num[0]))|(~num[3]&num[2]&(~num[1])&num[0]);
      assign seg_c = (~num[3] & (~num[2]) & num[1] & (~num[0]))|(num[3] & num[2] & num[1])|(num[3] & num[2] & (~num[0]));
      assign seg_d = (~num[3]&(~num[2])&(~num[1])&num[0])|(~num[3]&num[2]&(~num[1])&(~num[0]))|(num[2]&num[1]&num[0])|(num[3]&(~num[2])&num[1]&(~num[0]));
      assign seg_e = (~num[3] & num[0])|(~num[3] & num[2] & (~num[1]))|(~num[2] & (~num[1]) & num[0]);
      assign seg_f = (num[3] & num[2] & (~num[1]) & num[0])|(~num[3] & num[1] & num[0])|(~num[3] &(~num[2])& num[1])|(~num[3]&(~num[2]) & num[0]);
      assign seg_g = (num[3]&num[2]&(~num[1])&(~num[0]))|(~num[3]&num[2]&num[1]&num[0])|(~num[3]&(~num[2])&(~num[1]));
      assign an[0] = sel[2] | sel[1] | sel[0];
      assign an[1] = sel[2] | sel[1] |(~sel[0]);
      assign an[2] = sel[2] | (~sel[1]) | sel[0];
      assign an[3] = sel[2] | (~sel[1]) | (~sel[0]);
      assign an[4] = ~sel[2] | sel[1] | sel[0];
      assign an[5] = ~sel[2] | sel[1] | (~sel[0]);
      assign an[6] = ~sel[2] | (~sel[1])| sel[0];
      assign an[7] = ~sel[2] | (~sel[1])|(~sel[0]);
endmodule
$ cat design/flow/run.sh
#!/bin/bash
# OpenROAD 26Q1-2900-gdf79404cd8, Yosys 0.63+post, stock flow scripts
make -C /OpenROAD-flow-scripts/flow DESIGN_CONFIG=/design/flow/config.mk WORK_HOME=/design/flow/orfs finish
$ cat design/flow/config.mk
export PLATFORM = sky130hd
export DESIGN_NAME = lab5
export DESIGN_NICKNAME = lab5
export VERILOG_FILES = /design/flow/design.v
export SDC_FILE = /design/flow/constraint.sdc
export NUM_CORES = 4
export LEC_CHECK = 1
export CORE_AREA = 10 10 70 70
export DIE_AREA = 0 0 80 80
export SYNTH_HDL_FRONTEND = slang
$ cat design/flow/constraint.sdc
current_design lab5

set clk_period 1.0
set clk_io_pct 0.2

create_clock -name clk0 -period $clk_period

set non_clock_inputs [all_inputs -no_clocks]
set_input_delay [expr $clk_period * $clk_io_pct] -clock clk0 $non_clock_inputs
set_output_delay [expr $clk_period * $clk_io_pct] -clock clk0 [all_outputs]
==> results_dict.tcl <==
# metrics dict for downstream scripts
set metrics [dict create \
    holdPathStages 3 \
    grt_max_degree 7 \
    synth_area_um2 256 \
    crit_start "num[3]" \
    regArea_um2 0 \
    track_usage_pct 3.65 \
    rows 21 \
    simple_gate_area_share_pct 63.4 \
    mux_share_pct 3.90 \
    topCellsByArea "nand3b_1 12%, nand2_1 8.8%, nand3_1 7.8%, or3b_2 6.8%, buf_2 5.9%" \
    syn_to_final_growth_pct 197 \
    n_fill_cell 376 \
    crit_fanout 3 \
    max_slew_margin_pct 90.9 \
    postRouteAntennaNets 0 \
    p_leak_nw 0.334 \
    hp-start "sel[1]" \
    yosysMostFrequentCell "nand2_1" \
    p_sw_share_pct 36.1 \
    gp_congestion 0.666 \
    ys_sh_aoi_pct 20.5 \
    use_met1_pct 4.35 \
    fmax_ghz 0.796 \
    end_kind "output pin" \
    pwr-share-seq_pct 0 \
    yosys_warnings 0 \
    worstPathRequired_ns 0.80 \
    slowest_stage "or3_4" \
    wire_per_inst_um 10.3 \
    power_frac_comb_pct 100.0 \
    hold_class "in2out" \
    path_delay_family "simple AND/OR/NAND/NOR gates" \
    vias 471 \
    internal-power_uw 182 \
    die_y_um 80 \
    slew_violations 0 \
    power_uw 284 \
    grt_overflow 0 \
    grt_util_met2_pct 6.18 \
    crit_chain "buf_6 -> or3_4 -> and3_4 -> a31oi_1 -> buf_2" \
    core_area_um2 3420 \
    xor_area_share_pct 3.41 \
    final_cells 131 \
    drt_iter0_drc 28 \
    pwr-share-clk_pct 0 \
    hold_viol 0 \
    switchingPower_uw 103 \
    drc 0 \
    warning_count 35 \
    outcome "finished with violations" \
    dieArea_um2 6400 \
    ff_count 0 \
    path_buffers 2 \
    critPathLaunchType "input port" \
    n_antenna_cell 0 \
    initCoreUtil_pct 7.51 \
    synth_cells 44 \
    portBuffers 22 \
    drive_gt1_share_pct 62.4 \
    max_stage_delay_ns 0.38 \
    ys_cells 44 \
    clock_buffers 0 \
    ios 22 \
    ys_seq_share_pct 0 \
    hold_path_end "an[0]" \
    dp.cells 118 \
    grt_pass1_wl_mm 1.98 \
    place_ws_ns -1.03 \
    vdd_ir_drop_max_mv 0.123 \
    worst_pin_slew_ns 0.133 \
    cts-hold-fix-buffers 0 \
    worst_slack_ns -0.257 \
    logic_family "simple AND/OR/NAND/NOR gates" \
    arrival_ns 1.06 \
    yosys-top-cells-count "6 x nand2_1, 4 x nand3_1, 4 x nand3b_1, 3 x buf_2, 3 x nor2_1" \
    finalWirelength_mm 1.35 \
    criticalPathCategory "in2out" \
    antenna_found_initial 0 \
    busiest_layer "met2" \
    finalSetupViolations 7 \
    place_hpwl_um 882 \
    avgViaCountPerCell 3.60 \
    top_area_share_pct 11.7 \
    violations "setup timing" \
    finalCritPeriodShare_pct 126 \
    chipWidth_um 80 \
    rsz0062_at_grt "yes" \
    synth.avg_cell_area_um2 5.83 \
    yosys_area_um2 256 \
    drtPass1Iterations 2 \
    grt_use_met3_pct 1.70 \
    grt_pass1_vias 459 \
    fin_crit_ns 1.26 \
    cap_viol_max_count 0 \
    post-route-util_pct 22.3 \
    yosysTopAreaCell "nand3b_1" \
    yosysUniqueCellTypes 23 \
    ys_sh_adder_pct 0 \
    power.density_nw_per_um2 373 \
]
[cell families after synthesis]
kind of cell              Yosys count
buffers and inverters               5
AOI/OAI and AO/OA                   9
muxes                               1
and+or+nand+nor                    28
xor gates and xnor gates            1
[placed cells by master (no fill, tap or decap), types with 2 or more instances in the layout]
cell,count
clkdlybuf4s15_1,4
nor2b_2,2
buf_8,2
o21ai_1,3
nor2_4,2
nand2_1,4
nand2_2,2
or3b_4,2
nand3b_1,4
buf_4,9
buf_6,18
buf_2,10
a31oi_1,2
nand3_1,4
[cell type report]
type	instances	area (um^2)	area share [%]
well taps	46	57.6	7.55
multi-input cells	39	290	38.1
repair buffers	45	410	53.9
inverters	1	3.75	0.493
[power groups by stage]
stage | registers, mW | logic [mW] | clock network, mW
CTS | 0 | 0.267 | 0
global route | 0 | 0.310 | 0
finish | 0 | 0.284 | 0
[worst max-delay path by stage]
| stage | endpoint | slack [ns] | cells after the start |
|---|---|---|---|
| finish | seg_d | -0.26 | 5 |
| global route | seg_d | -0.30 | 5 |
| CTS | seg_d | -0.28 | 5 |
[metal layers]
| layer | vias to the layer above | wire length, um |
|---|---|---|
| li1 | 241 | - |
| met1 | 214 | 611 |
| met2 | 16 | 588 |
| met3 | 0 | 150 |
| met4 | 0 | 0 |
| met5 | - | 0 |
[stage by stage]
step	cell area (um^2)	setup TNS (ns)	hold WS [ns]
2_1_floorplan	256	-0.0149	0.415
3_5_place_dp	591	-11.89	1.44
4_1_cts	727	-1.33	0.666
5_1_grt	762	-1.74	0.672
6_report	762	-1.35	0.656
3_3_place_gp	591	-11.75	1.44
[repair_timing]
action / in CTS / in global routing
buffers inserted: 10 / 2
endpoints found under the setup margin: 15 / 13
pin swaps: 11 / 8
hold endpoints to repair: 0 / 0
resized: 101 / 6
cloned: 1 / 0
Power and IR drop assume default switching activity.
