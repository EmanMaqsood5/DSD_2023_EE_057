==> ./design.v <==
`timescale 1ns / 1ps
module lab_7(
    input logic write,
    input logic [3:0] num,
    input logic [2:0] sel,
    input logic clk,
    input logic reset,
    output logic [7:0] anode,
    output logic [6:0] cathodes
);
    reg [3:0] mem [7:0]; 
    logic [16:0] count1;
    logic [2:0] count2;  
    logic [2:0] display_sel; 
    always_ff @(posedge clk or posedge reset) begin
        if (reset)
            count1 <= 0;
        else
            count1 <= count1 + 1'b1;
    end
    always_ff @(posedge count1[0] or posedge reset) begin
        if (reset)
            count2 <= 0;   
        else
            count2 <= count2 + 1'b1;  
    end
    always_ff @(posedge clk or posedge reset) begin
        if (reset)
            mem <= '{default: 0};  
        else if (write)
            mem[sel] <= num;
    end
    always_comb begin
          if (write)
		      display_sel = sel;
		  else 
		      display_sel = count2;
	end
    always_comb begin
        case(display_sel)
            3'b000 : anode = 8'b11111110;
            3'b001 : anode = 8'b11111101;
            3'b010 : anode = 8'b11111011;
            3'b011 : anode = 8'b11110111;
            3'b100 : anode = 8'b11101111;
            3'b101 : anode = 8'b11011111;
            3'b110 : anode = 8'b10111111;
            3'b111 : anode = 8'b01111111;
            default: anode = 8'b11111111; 
        endcase
    end
    always_comb begin
        case(mem[display_sel])  
            4'b0000 : cathodes = 7'b0000001;
            4'b0001 : cathodes = 7'b1001111;
            4'b0010 : cathodes = 7'b0010010;
            4'b0011 : cathodes = 7'b0000110;
            4'b0100 : cathodes = 7'b1001100;
            4'b0100 : cathodes = 7'b0100100;
            4'b0110 : cathodes = 7'b0100000;
            4'b0111 : cathodes = 7'b0001111;
            4'b1000 : cathodes = 7'b0000000;
            4'b1001 : cathodes = 7'b0000100;
            4'b1010 : cathodes = 7'b0001000;
            4'b1011 : cathodes = 7'b1100000;
            4'b1100 : cathodes = 7'b0110001;
            4'b1101 : cathodes = 7'b1000010;
            4'b1110 : cathodes = 7'b0110000;
            4'b1111 : cathodes = 7'b0111000;
            default: cathodes = 7'b1111111;  
        endcase
    end
endmodule
==> ./run.sh <==
#!/bin/bash
# OpenROAD 26Q1-2900-gdf79404cd8, Yosys 0.63+post, stock flow scripts
make -C /OpenROAD-flow-scripts/flow DESIGN_CONFIG=/design/flow/config.mk WORK_HOME=/design/flow/orfs finish
==> ./config.mk <==
export PLATFORM = sky130hd
export DESIGN_NAME = lab_7
export DESIGN_NICKNAME = lab_7
export VERILOG_FILES = /design/flow/design.v
export SDC_FILE = /design/flow/constraint.sdc
export NUM_CORES = 4
export LEC_CHECK = 1
export CORE_UTILIZATION = 30
export SYNTH_HDL_FRONTEND = slang
==> ./constraint.sdc <==
current_design lab_7

set clk_period 4.3
set clk_io_pct 0.2

create_clock -name clk0 -period $clk_period [get_ports {clk}]

set non_clock_inputs [all_inputs -no_clocks]
set_input_delay [expr $clk_period * $clk_io_pct] -clock clk0 $non_clock_inputs
set_output_delay [expr $clk_period * $clk_io_pct] -clock clk0 [all_outputs]
==> flow_summary.yaml <==
# generated from flow reports
status:
  outcome: "completed"
floorplan:
  num_rows: 29
  core-area_um2: 6460
  io_pins: 25
  chipArea_um2: 7170
  core_util_floorplan_pct: 31.8
  dieHeight_um: 84.7
  die_w_um: 84.7
hold_path:
  min_path_cells: 1
  min_from: "count1[0]"
  min_to: "count1[0]"
  holdCritPathClass: "register to register"
route:
  drc: 0
  antennaDiodeCount: 0
  wl_mm: 4.64
  via_per_inst: 5.08
  drt_iter0_drc: 65
  postRouteAntennaNets: 0
  vias: 1575
  wl_per_cell_um: 15.0
  first_pass_iters: 12
clock_tree:
  tritoncts: "yes"
  clkTransAtPathRegs_ps: 70
  numCtsBuffers: 5
  clk_path_buf_depth: 2
  htree_levels: 2
  clkLatencyLatePin_ps: 290
  root_buffer: "clkbuf_8"
place:
  placed_cells: 294
  port_buffers: 24
  placed_area_um2: 2590
  routabilityCongestion: 0.814
  place_ws_ps: -309
  hpwl_mm: 3.39
timing:
  worst_pin_slew_ps: 735
  finalHoldViolCount: 0
  layout_setup_ws_ps: 160
  clock_skew_ps: 0
  unclocked_pins: 3
  timing.hold.ws_ps: 461
  unconstrained_endpoints: 3
  rsz0062_at_grt: "false"
  max_slew_margin_pct: 50.6
  fin_crit_sh_pct: 96.3
  drv_slew: 0
  fmax_ghz: 0.242
  fin_tns_setup_ps: 0
  finalSetupViolations: 0
  period_minus_slack_ps: 4140
yosys:
  syn_inst: 169
  edf_count: 0
  ys_top_cells_by_count: "dfrtp_1 (36), mux2_2 (33), inv_1 (11), mux2i_1 (11), nand3_1 (9)"
  synth_top_cell_by_count: "dfrtp_1"
  async_flop_share_pct: 100
  top_cell_area_share_pct: 43.9
  syn_area_um2: 2050
  synth.area.top_cells: "dfrtp_1 (44%), mux2_2 (18%), mux2i_1 (5.4%)"
  ff_type: "dfrtp_1"
  ys_cells: 169
  ys_types: 39
  yosysSeqAreaShare_pct: 43.9
  synth-warning-count: 0
  ys_area_um2: 2050
  syn_area_per_cell_um2: 12.1
  top_area_cell: "dfrtp_1"
  numSynthFlops: 36
global_routing:
  grt_pass1_vias: 1521
  gr-total-overflow: 0
  grt_max_degree: 37
  antenna_found_initial: 0
  grt_usage_pct: 14.1
  grt_pass1_wl_mm: 7.77
power:
  p_sw_share_pct: 26.4
  ir_drop_v: 0.000180
  switchingPower_mw: 0.292
  p_int_mw: 0.814
  p_comb_share_pct: 35.3
  p_total_mw: 1.11
  clock_power_share_pct: 27.1
  power_frac_seq_pct: 37.6
  power_leakage_nw: 1.25
  power_density_nw_per_um2: 394
critical_path:
  worstRegToRegCells: 1
  crit_type: "primary input to output pin"
  critPathTopFamily: "buffers and inverters"
  r2r_slack_ps: 3510
  crit_path_end_kind: "output pin"
  r2r-end: "mem[14]"
  timing.rr.start: "mem[14]"
  cp.arrival_ps: 3280
  cp-start-kind: "primary input"
  crit_chain: "dlygate4sd2_1 -> mux2i_1 -> buf_4 -> mux4_2 -> mux2i_4 -> buf_4 -> buf_4 -> ha_2 -> mux2i_2 -> o22ai_1 -> clkdlybuf4s50_1"
  cp_common_cell: "buf_4"
  required_ps: 3440
  cp_num_buf_inv: 5
  crit_path_top_delay_cell: "mux4_2"
  slowest_delay_ps: 520
  worstPathMaxFanout: 5
cells_and_area:
  drive_above_1_share_pct: 42.1
  final_util_pct: 43.5
  final_cells: 310
  design_area_um2: 2810
  area_growth_syn_to_layout_pct: 36.8
run:
  warnings: 30
  maxCapViolations: 0
[cells in the final DEF, fill, tap and decap left out, types with 2 or more instances in the layout]
cell | netlist | routed
o21ai_1 | 3 | 5
mux4_2 | 4 | 4
mux2i_4 | 1 | 2
buf_6 | 2 | 3
a21oi_2 | 1 | 2
ha_1 | 7 | 5
dlymetal6s2s_1 | 0 | 2
nand2_1 | 5 | 5
nand4b_1 | 3 | 3
nor3_1 | 5 | 4
a31oi_1 | 3 | 3
nand3_1 | 9 | 9
ha_2 | 0 | 2
nor3b_1 | 2 | 2
dfrtp_1 | 36 | 36
buf_4 | 1 | 35
mux2_4 | 2 | 3
mux2_2 | 33 | 32
a21oi_1 | 3 | 2
o22ai_1 | 3 | 3
clkdlybuf4s50_1 | 0 | 20
clkbuf_8 | 0 | 6
inv_1 | 11 | 10
mux2i_1 | 11 | 9
[worst max path at each step]
stage	from	end	slack, ps	cells past startpoint
after CTS	write	cathodes[5]	20	12
final	sel[1]	cathodes[1]	160	11
after global routing	sel[1]	cathodes[2]	30	11
[what timing repair did]
| item | in CTS | in global routing |
|---|---|---|
| endpoints found under the setup margin | 7 | 7 |
| endpoints found under the hold margin | 0 | 0 |
| pin swaps | 2 | 5 |
| gates cloned | 1 | 0 |
| resized | 9 | 12 |
| setup buffers | 6 | 1 |
| hold buffers | 0 | 0 |
[sequential cells by signal, summed over array words and instances, names as in the netlist]
register,count
mem,32
count1,1
count2,3
[layout make-up]
cell class,count,area (um2)
repair buffers,64,561
inverters,11,41.3
fillers,583,3650
multi-input cells,114,1090
clock buffers,7,86.3
well taps,77,96.3
flip-flops and latches,36,901
clock inverters,1,30.0
[kinds of logic (layout without fill, tap and decap cells)]
logic type / after synthesis / after routing / share of synthesized area [%]
xor+xnor: 2 / 2 / 0.854
fa+ha+maj: 7 / 7 / 4.27
simple gates: 32 / 32 / 8.90
mux: 51 / 51 / 30.4
flops: 36 / 36 / 43.9
compound gates: 22 / 22 / 7.13
buf+inv: 19 / 83 / 4.51
[per-layer routing]
metal,track usage (%),routed length (um),vias up
met5,0,0,-
met1,22.0,2240,761
met3,4.08,293,9
met4,1.69,76,0
met2,20.6,2030,57
li1,-,-,748
[power groups by stage]
stage / logic, mW / clock network, mW / registers [mW]
after CTS: 0.376 / 0.306 / 0.413
after global routing: 0.427 / 0.320 / 0.421
final: 0.390 / 0.300 / 0.416
Power is estimated from default activity; no workload was simulated.
